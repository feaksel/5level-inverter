==> /design/flow/design.v <==
module interrupt_controller (
    input  wire        clk,
    input  wire        rst_n,
    input  wire        timer_int,        
    input  wire        external_int,     
    input  wire        software_int,     
    input  wire [15:0] peripheral_ints,  
    input  wire        global_int_en,    
    input  wire [31:0] mie,              
    output reg  [31:0] interrupt_lines,  
    output reg         interrupt_req,    
    output reg  [31:0] interrupt_cause   
);
    always @(*) begin
        interrupt_lines = 32'h0;
        interrupt_lines[3]  = software_int;
        interrupt_lines[7]  = timer_int;
        interrupt_lines[11] = external_int;
        interrupt_lines[31:16] = peripheral_ints;
    end
    wire [31:0] pending_and_enabled = interrupt_lines & mie;
    always @(*) begin
        interrupt_req = 1'b0;
        interrupt_cause = 32'h0;
        if (global_int_en && (|pending_and_enabled)) begin
            interrupt_req = 1'b1;
            if (pending_and_enabled[11]) begin
                interrupt_cause = 32'h8000000B;   
            end else if (pending_and_enabled[3]) begin
                interrupt_cause = 32'h80000003;   
            end else if (pending_and_enabled[7]) begin
                interrupt_cause = 32'h80000007;      
            end else begin
                integer i;
                for (i = 31; i >= 16; i = i - 1) begin
                    if (pending_and_enabled[i]) begin
                        interrupt_cause = 32'h80000000 | i;
                        i=-1;  
                    end
                end
            end
        end
    end
endmodule
==> /design/flow/run.sh <==
#!/bin/bash
# OpenROAD 26Q1-2900-gdf79404cd8, Yosys 0.63+post, stock flow scripts
make -C /OpenROAD-flow-scripts/flow DESIGN_CONFIG=/design/flow/config.mk WORK_HOME=/design/flow/orfs finish
==> /design/flow/config.mk <==
export PLATFORM = sky130hd
export DESIGN_NAME = interrupt_controller
export DESIGN_NICKNAME = interrupt_controller
export VERILOG_FILES = /design/flow/design.v
export SDC_FILE = /design/flow/constraint.sdc
export NUM_CORES = 4
export LEC_CHECK = 1
export CORE_AREA = 10 10 70 70
export DIE_AREA = 0 0 80 80
==> /design/flow/constraint.sdc <==
current_design interrupt_controller

set clk_period 3.1
set clk_io_pct 0.2

create_clock -name clk0 -period $clk_period

set non_clock_inputs [all_inputs -no_clocks]
set_input_delay [expr $clk_period * $clk_io_pct] -clock clk0 $non_clock_inputs
set_output_delay [expr $clk_period * $clk_io_pct] -clock clk0 [all_outputs]
==> deck_impl_summary.md <==
Run Summary

Run status
  • Status: complete, no violations

Critical path
  • Buf+Inv Stages, Crit Path: 2
  • Slowest stage cell, crit path: clkdlybuf4s50_1
  • Required @ worst endpoint: 2.48 ns
  • CP max stage delay: 0.49 ns
  • Setup crit start kind: primary input
  • Cell family with most CP delay: buffers and inverters
  • Worst Path Max Fanout: 2
  • Arr. time, crit path: 2.41 ns
  • Crit-path cells: clkdlybuf4s50_1 > a22oi_2 > and3_4 > nor2b_2 > o31ai_1 > a211oi_2 > clkdlybuf4s50_1
  • Crit Path Category: in2out
  • CP most frequent cell: clkdlybuf4s50_1
  • Critical Path End Type: output port

Yosys
  • Cell count in the Yosys report: 113
  • Sequential area share after synthesis: 0%
  • Syn Area/Cell: 7.16 µm²
  • Synthesis Warnings: 1
  • Distinct lib cells used: 28
  • Cell count after synthesis: 113
  • Chip area line of the yosys report: 810 µm²
  • Post-synth design cell area: 810 µm²

GRT
  • Initial antenna violation count: 0
  • Met1 GRT Util: 9.16%
  • M2 GR Usage: 13.8%
  • Grt peak-use layer: met2
  • Pin count of the biggest net entering global routing: 6
  • First-pass GRT wire length: 4.25 mm
  • Met3 capacity usage during global routing: 3.07%
  • Grt ovf: 0
  • Number of global-route vias before repair: 898
  • All-Layer GR Usage: 7.80%

Timing
  • Final min period: 3.03 ns
  • Max Clk Rate: 330 MHz
  • Slew Viols, Final: 0
  • Final setup viols: 0
  • RSZ-0062 raised after global routing: yes
  • Fin crit share: 97.6%
  • Hold Fails Final Rpt: 0

Layout
  • Top cells excl fill/tap: clkdlybuf4s50_1 (50), conb_1 (39), buf_4 (20)
  • Clock buffers: 0
  • Flip-flop and latch area: 0 µm²
  • Commonest Layout Cell: clkdlybuf4s50_1
  • Flops: 0
  • Post-route insts no fill: 224
  • Share of layout cells above drive strength 1: 19.1%
  • Core Util, Final: 42.2%
  • Layout area overhead: 77.9%

Power
  • Sw frac: 33.7%
  • Clk pwr share: 0%
  • PD cells: 120 nW/µm²
  • Combinational Power Share: 100.0%
  • Power share of the sequential group: 0%
  • IR drop worst, VDD: 0.0397 mV
  • Leak: 0.735 nW
  • Psw: 0.0582 mW
  • Internal power: 0.115 mW

Placed design
  • Gpl congestion: 0.843
  • Placed Cells: 222
  • Hpwl dp: 2.76 mm
  • IO buf count: 65

Floorplan
  • Core Box Area: 3420 µm²
  • Die width: 80 µm
  • Chip area: 6400 µm²
  • Die Ht: 80 µm
  • IO Count: 119
  • Row count: 21
  • FP Core Util: 23.7%

Detailed routing
  • Iteration tally of the first detailed-router pass: 4
  • DRT antenna net count: 0
  • Antenna diodes: 0
  • DR vias: 847
  • DR vias/cell: 3.78
  • Total wire length: 3.01 mm
  • Average wire per standard cell: 13.4 µm
  • First-iteration detailed-routing DRC count: 25
  • DR DRC count: 0

Clock tree
  • Hold_buf cts: 0

Min path
  • HP Class: in2out

Run
  • Number of max-cap violations: 0
  • OpenROAD warnings: 48
-- stage by stage --
stage	cell area [µm²]	power, mW	worst slack [ns]	hold slack [ns]	TNS [ns]
after floorplan	952	0.0913	0.950	1.30	0
after global placement	1360	0.170	-0.0558	2.10	-0.0988
after detailed placement	1360	0.170	-0.0613	2.10	-0.133
after CTS	1370	0.172	0.000433	2.04	0
after global routing	1440	0.191	-0.0792	1.91	-0.0792
final	1440	0.173	0.0738	1.85	0
-- routing by layer --
| layer | routed length (µm) | part of all wire, % |
|---|---|---|
| met1 | 1170 | 39 |
| met2 | 1480 | 49 |
| met3 | 367 | 12 |
| met5 | 0 | 0 |
| met4 | 0 | 0 |
-- final timing paths --
kind | from | to | slack (ns) | depth (start not counted)
setup / recovery | peripheral_ints[8] | interrupt_cause[2] | 0.07 | 7
hold / removal | peripheral_ints[1] | interrupt_cause[31] | 1.85 | 7
-- repair_timing --
action / CTS / global route
pin swaps: 3 / 2
setup buffers: 0 / 2
gates resized: 8 / 17
endpoints found under the setup margin: 5 / 6
endpoints found under the hold margin: 0 / 0
gates cloned: 0 / 0
-- synth_stat cells, drive strengths merged --
master | instances | area, µm²
nor4 | 1 | 21.3
nand3 | 3 | 20.0
o31ai | 1 | 7.51
nand2b | 1 | 6.26
a32o | 1 | 10.0
a211oi | 4 | 40.0
conb | 1 | 3.75
nand4 | 1 | 6.26
a32oi | 1 | 8.76
a22oi | 3 | 22.5
a21oi | 3 | 15.0
and2 | 1 | 6.26
and3 | 2 | 12.5
o21ai | 4 | 31.3
nand2 | 12 | 45.0
inv | 2 | 7.50
buf | 58 | 435
a22o | 6 | 61.3
a31oi | 2 | 12.5
nor2b | 3 | 18.8
a222oi | 1 | 10.0
nor2 | 2 | 7.51
-- area by class of cell --
type | count | area, µm²
Fill cell | 338 | 1980
Multi-Input combinational cell | 91 | 548
Timing Repair Buffer | 85 | 827
Inverter | 2 | 7.51
Tap cell | 46 | 57.6
-- cell families (layout without fill, tap and decap cells) --
kind of cell    after synthesis  after routing  synth area share, %
compound gates               26             26                 27.0
simple gates                 26             26                 17.8
other cells                   1             39                0.463
buf+inv                      60             87                 54.7
-- power by group through the flow --
stage	Clock (mW)	Sequential, mW	Combinational, mW
6_report	0	0	0.173
5_1_grt	0	0	0.191
4_1_cts	0	0	0.172
-- tightest hold or removal path: stages --
cell	delay [ns]
dlymetal6s2s_1	0.12
a22o_4	0.15
nor4_4	0.05
nand3_2	0.08
o21ai_4	0.08
inv_1	0.05
dlymetal6s2s_1	0.09
Power figures rest on the tool's default switching activity, not on a simulated workload.
