===== ./design.v =====
module sigma_delta_adc #(
    parameter ADDR_WIDTH = 8,
    parameter CLK_FREQ = 50_000_000,
    parameter OSR = 100,                 
    parameter CIC_ORDER = 3              
)(
    input  wire                    clk,
    input  wire                    rst_n,
    input  wire [ADDR_WIDTH-1:0]   wb_addr,
    input  wire [31:0]             wb_dat_i,
    output reg  [31:0]             wb_dat_o,
    input  wire                    wb_we,
    input  wire [3:0]              wb_sel,
    input  wire                    wb_stb,
    output reg                     wb_ack,
    input  wire [3:0]              comp_in,        
    output wire [3:0]              dac_out,        
    output reg                     irq             
);
    reg         enable;
    reg  [15:0] adc_data [0:3];          
    reg  [3:0]  data_valid;              
    wire [3:0]  adc_data_valid;          
    wire [15:0] adc_ch0, adc_ch1, adc_ch2, adc_ch3;
    reg  [31:0] sample_counter;
    initial begin
        enable = 1'b0;
        adc_data[0] = 16'd0;
        adc_data[1] = 16'd0;
        adc_data[2] = 16'd0;
        adc_data[3] = 16'd0;
        data_valid = 4'h0;
        sample_counter = 32'd0;
        irq = 1'b0;
    end
    sigma_delta_channel #(
        .OSR(OSR),
        .CIC_ORDER(CIC_ORDER)
    ) adc_ch0_inst (
        .clk(clk),
        .rst_n(rst_n),
        .enable(enable),
        .comp_in(comp_in[0]),
        .dac_out(dac_out[0]),
        .adc_data(adc_ch0),
        .data_valid(adc_data_valid[0])
    );
    sigma_delta_channel #(
        .OSR(OSR),
        .CIC_ORDER(CIC_ORDER)
    ) adc_ch1_inst (
        .clk(clk),
        .rst_n(rst_n),
        .enable(enable),
        .comp_in(comp_in[1]),
        .dac_out(dac_out[1]),
        .adc_data(adc_ch1),
        .data_valid(adc_data_valid[1])
    );
    sigma_delta_channel #(
        .OSR(OSR),
        .CIC_ORDER(CIC_ORDER)
    ) adc_ch2_inst (
        .clk(clk),
        .rst_n(rst_n),
        .enable(enable),
        .comp_in(comp_in[2]),
        .dac_out(dac_out[2]),
        .adc_data(adc_ch2),
        .data_valid(adc_data_valid[2])
    );
    sigma_delta_channel #(
        .OSR(OSR),
        .CIC_ORDER(CIC_ORDER)
    ) adc_ch3_inst (
        .clk(clk),
        .rst_n(rst_n),
        .enable(enable),
        .comp_in(comp_in[3]),
        .dac_out(dac_out[3]),
        .adc_data(adc_ch3),
        .data_valid(adc_data_valid[3])
    );
    always @(posedge clk or negedge rst_n) begin
        if (!rst_n) begin
            adc_data[0] <= 16'd0;
            adc_data[1] <= 16'd0;
            adc_data[2] <= 16'd0;
            adc_data[3] <= 16'd0;
            data_valid <= 4'h0;
            sample_counter <= 32'd0;
            irq <= 1'b0;
        end else begin
            if (adc_data_valid[0]) begin
                adc_data[0] <= adc_ch0;
                data_valid[0] <= 1'b1;
            end
            if (adc_data_valid[1]) begin
                adc_data[1] <= adc_ch1;
                data_valid[1] <= 1'b1;
            end
            if (adc_data_valid[2]) begin
                adc_data[2] <= adc_ch2;
                data_valid[2] <= 1'b1;
            end
            if (adc_data_valid[3]) begin
                adc_data[3] <= adc_ch3;
                data_valid[3] <= 1'b1;
            end
            irq <= (adc_data_valid == 4'hF);
            if (adc_data_valid[0])
                sample_counter <= sample_counter + 1;
        end
    end
    always @(posedge clk or negedge rst_n) begin
        if (!rst_n) begin
            enable <= 1'b0;
            wb_ack <= 1'b0;
            wb_dat_o <= 32'd0;
        end else begin
            wb_ack <= wb_stb && !wb_ack;
            if (wb_stb && wb_we && !wb_ack) begin
                case (wb_addr[7:2])
                    6'h00: enable <= wb_dat_i[0];   
                endcase
            end else if (wb_stb && !wb_we && !wb_ack) begin
                case (wb_addr[7:2])
                    6'h00: wb_dat_o <= {31'd0, enable};                  
                    6'h01: wb_dat_o <= {28'd0, data_valid};              
                    6'h02: begin
                        wb_dat_o <= {16'd0, adc_data[0]};                 
                        data_valid[0] <= 1'b0;   
                    end
                    6'h03: begin
                        wb_dat_o <= {16'd0, adc_data[1]};                 
                        data_valid[1] <= 1'b0;
                    end
                    6'h04: begin
                        wb_dat_o <= {16'd0, adc_data[2]};                 
                        data_valid[2] <= 1'b0;
                    end
                    6'h05: begin
                        wb_dat_o <= {16'd0, adc_data[3]};                 
                        data_valid[3] <= 1'b0;
                    end
                    6'h06: wb_dat_o <= sample_counter;                    
                    default: wb_dat_o <= 32'h0;
                endcase
            end
        end
    end
endmodule
module sigma_delta_channel #(
    parameter OSR = 100,
    parameter CIC_ORDER = 3,
    parameter W = 32                     
)(
    input  wire        clk,              
    input  wire        rst_n,
    input  wire        enable,
    input  wire        comp_in,          
    output reg         dac_out,          
    output wire [15:0] adc_data,         
    output wire        data_valid        
);
    localparam CLK_DIV = 50;             
    reg [6:0] clk_div_counter;
    reg       clk_1mhz;
    always @(posedge clk or negedge rst_n) begin
        if (!rst_n) begin
            clk_div_counter <= 7'd0;
            clk_1mhz <= 1'b0;
        end else if (enable) begin
            if (clk_div_counter == CLK_DIV - 1) begin
                clk_div_counter <= 7'd0;
                clk_1mhz <= ~clk_1mhz;   
            end else begin
                clk_div_counter <= clk_div_counter + 1;
            end
        end
    end
    wire clk_1mhz_posedge = (clk_div_counter == 0) && clk_1mhz && enable;
    reg signed [31:0] integrator;
    reg               bitstream;
    always @(posedge clk or negedge rst_n) begin
        if (!rst_n) begin
            integrator <= 32'sd0;
            dac_out <= 1'b0;
            bitstream <= 1'b0;
        end else if (clk_1mhz_posedge) begin
            integrator <= integrator +
                          (comp_in ? 32'sd32768 : -32'sd32768) -
                          (dac_out ? 32'sd32768 : -32'sd32768);
            dac_out <= (integrator >= 0);
            bitstream <= dac_out;
        end
    end
    reg [W-1:0] integrator_stage [0:CIC_ORDER-1];
    integer i;
    always @(posedge clk or negedge rst_n) begin
        if (!rst_n) begin
            for (i = 0; i < CIC_ORDER; i = i + 1)
                integrator_stage[i] <= 0;
        end else if (clk_1mhz_posedge) begin
            integrator_stage[0] <= integrator_stage[0] + (bitstream ? 1 : 0);
            for (i = 1; i < CIC_ORDER; i = i + 1)
                integrator_stage[i] <= integrator_stage[i] + integrator_stage[i-1];
        end
    end
    reg [7:0] decim_count;
    reg [W-1:0] snapshot;
    reg snapshot_valid;
    always @(posedge clk or negedge rst_n) begin
        if (!rst_n) begin
            decim_count <= 8'd0;
            snapshot <= 0;
            snapshot_valid <= 1'b0;
        end else if (clk_1mhz_posedge) begin
            decim_count <= decim_count + 1;
            snapshot_valid <= 1'b0;
            if (decim_count == OSR - 1) begin
                decim_count <= 8'd0;
                snapshot <= integrator_stage[CIC_ORDER-1];
                snapshot_valid <= 1'b1;
            end
        end
    end
    reg [W-1:0] comb [0:CIC_ORDER-1];
    reg [W-1:0] comb_delay [0:CIC_ORDER-1];
    reg [15:0]  adc_result;
    reg         result_valid;
    always @(posedge clk or negedge rst_n) begin
        if (!rst_n) begin
            for (i = 0; i < CIC_ORDER; i = i + 1) begin
                comb[i] <= 0;
                comb_delay[i] <= 0;
            end
            adc_result <= 16'd0;
            result_valid <= 1'b0;
        end else if (snapshot_valid) begin
            comb[0] <= snapshot - comb_delay[0];
            comb_delay[0] <= snapshot;
            for (i = 1; i < CIC_ORDER; i = i + 1) begin
                comb[i] <= comb[i-1] - comb_delay[i];
                comb_delay[i] <= comb[i-1];
            end
            adc_result <= comb[CIC_ORDER-1][W-1:W-16];
            result_valid <= 1'b1;
        end else begin
            result_valid <= 1'b0;
        end
    end
    assign adc_data = adc_result;
    assign data_valid = result_valid;
endmodule

===== ./run.sh =====
#!/bin/bash
# OpenROAD 26Q1-2900-gdf79404cd8, Yosys 0.63+post, stock flow scripts
make -C /OpenROAD-flow-scripts/flow DESIGN_CONFIG=/design/flow/config.mk WORK_HOME=/design/flow/orfs finish

===== ./config.mk =====
export PLATFORM = sky130hd
export DESIGN_NAME = sigma_delta_adc
export DESIGN_NICKNAME = sigma_delta_adc
export VERILOG_FILES = /design/flow/design.v
export SDC_FILE = /design/flow/constraint.sdc
export NUM_CORES = 4
export LEC_CHECK = 1
export CORE_UTILIZATION = 50

===== ./constraint.sdc =====
current_design sigma_delta_adc

set clk_period 9.9
set clk_io_pct 0.2

create_clock -name clk0 -period $clk_period [get_ports {clk}]

set non_clock_inputs [all_inputs -no_clocks]
set_input_delay [expr $clk_period * $clk_io_pct] -clock clk0 $non_clock_inputs
set_output_delay [expr $clk_period * $clk_io_pct] -clock clk0 [all_outputs]

==> run notes <==
Update from the flow run.

The run finished with clean final reports. Across the VDD grid, the largest voltage drop is between 0.00015 and 0.0002 V. The number of antenna violations at the first check in global routing came to 4. The first global-routing pass estimated 329000 um of wire.

The fraction of synthesis flops using an asynchronous set or reset pin is 1.00. 90 I/O pins were placed. Hold repair after CTS inserted 0 buffers. Post-CTS repair ended up resizing 0 cells.

The floorplan step set the die height to about 440 um. Entering global routing, the biggest net connects ~170 pins. In the synthesized netlist, the cells that appear most often are dfrtp_1, nand2_1, o21ai_0. The global placer's final weighted congestion is between 0.8 and 0.9.

TritonCTS reports the number of clock sinks as roughly 1600. Per the run summary, max-cap violations total 0. The most used standard cell by instance count after synthesis is dfrtp_1. The worst path arrival time is around 5.8 ns.

The script computed the net switching share of total power as 0.220. In the routed design, unresolved DRC markers number 0. The switching power of the nets is 3160 uW. The layout summary lists the proportion of cells stronger than drive strength 1 as 0.0910.

After layout, the design draws a total of ~14000 uW. The number of buffers inserted to repair setup after CTS is 0. The number of global-route vias before repair is between 60000 and 70000. The count of nets left with antenna violations once routing finished came out at 0. 0 antenna diodes ended up in the layout. The floorplan has approximately 160 rows.

The number of flops mapped to enable cells by yosys is 0. The share of the core filled by cells before placement is 0.503. In this run the cell area of the synthesized design comes to around 98000 um^2. The final critical-path setup slack is 4.82 ns.

The total negative slack for setup checks is 0 ns. The final-report hold violation count is 0. The area fraction of the dominant cell type after synthesis is 0.411. Prior to clock tree synthesis, the placed netlist has a worst setup slack of a little under 4 ns. The number of different library cells used by synthesis comes to 92. The internal power contribution is ~11000 uW. Per the summary, power density relative to cell area is roughly 130 nW/um^2. The root buffer cell is clkbuf_16.

The number of buffers created by CTS is ~180. The number of failing setup endpoints in the final timing report is 0. In the global route stage, overall resource usage came out at 0.203. The startpoint class of the critical path is an input pin. The synthesized instance count is about 10000. The final clock period utilization by the worst path is 0.513. Hold is met by 0.433 ns. The first-pass iteration count of the detailed router is 5.

The number of warnings the tools reported is between 150 and 200. The cell accounting for the most synthesized area is dfrtp_1. The synthesized netlist was found by Yosys to have 10414 cells. The register bit total from synthesis is 1607. Per the post-synthesis stats, the area per cell is between 9 and 10 um^2.

Sorting the synthesized cells by area gives the leading types as dfrtp_1, ha_1, mux2_2. The layout overhead on the synthesized area is 9.98%. Per the slew report, the remaining headroom to the max-slew limit stands at 0.391. The maximum operating frequency is between 150 and 200 MHz. The relative contribution of the clock network to total power is 0.507. In the routed layout, each cell is associated on average with a via count of between 5 and 6. In this run the worst path has a maximum fanout of 16. For this run, the leading register cell type out of synthesis is dfrtp_1. At the pin with the least slew margin, the transition time is around 0.91 ns.

The min-delay analysis places its worst path in the category register to register. Of the total power, registers draw 0.461. The detail-routed net length per standard cell is 14.4 um. The clock transition at the registers of the reported paths is around 0.06 ns. The DRC marker count from the first detailed-route iteration is between 3000 and 4000. The proportion of power drawn by combinational gates is 0.032. The TritonCTS clock tree is done.

The final critical-path required period is roughly 5 ns. The horizontal die dimension reported for this design is 444 um. Setup repair after global routing left no endpoint under its margin. The number of filler cells placed in the layout is around 16000. Looking at the setup timing report, the critical path kind is input pin to register. According to the timing report, the data required time at the worst endpoint equals around 11 ns.

The buffer_ports step reported a buffer count of about 52. The maximum buffer depth of the clock tree is 3. The synthesis log from Yosys contains 14 warnings. The global route stage reports its total congestion overflow as 0. The synthesized chip area reported by yosys is roughly 98000 um^2. For this run the detailed placement stage logged an HPWL of 133000 um. The total core area is between 150000 and 200000 um^2. The total via count in the routed design is 70506.

The total wire length is ~190000 um. The floorplan step defined a die boundary enclosing just under 200000 um^2. The clock network latency to the later pin of the worst-skew pair is 0.82 ns.

The clock arrives with 0.0282 ns of skew. The final timing report lists a max-slew violation count of 0. The endpoint type of the worst setup path is a register. The script extracted a total leakage power of approximately 0.053 uW. The utilization of the core after routing is 0.553. The portion of the post-synthesis area used by sequential elements is 0.411. The depth of the CTS H-tree is 4.
registers in the layout, summed over array words and instances, names as in the netlist, 29 cells and up:
name,flops
adc_ch1_inst.comb_delay,96
adc_ch0_inst.integrator_stage,96
adc_ch0_inst.comb,80
adc_ch3_inst.integrator,29
adc_ch0_inst.snapshot,32
adc_ch3_inst.integrator_stage,96
adc_ch1_inst.integrator,29
sample_counter,32
adc_ch2_inst.integrator,29
adc_data,64
adc_ch1_inst.comb,80
adc_ch0_inst.integrator,29
adc_ch1_inst.snapshot,32
adc_ch0_inst.comb_delay,96
adc_ch2_inst.snapshot,32
adc_ch3_inst.comb_delay,96
wb_dat_o,32
adc_ch2_inst.comb,80
adc_ch3_inst.comb,80
adc_ch2_inst.comb_delay,96
adc_ch2_inst.integrator_stage,96
adc_ch1_inst.integrator_stage,96
adc_ch3_inst.snapshot,32
cell families after synthesis:
family / count (synthesis) / synth area share
buffers and inverters: 1157 / 0.0449
flip-flops: 1607 / 0.411
XOR/XNOR: 755 / 0.0676
adder cells (fa/ha/maj): 867 / 0.117
AND/OR/NAND/NOR: 2770 / 0.129
multiplexers: 488 / 0.0560
AND-OR/OR-AND: 2770 / 0.175
power groups by stage:
stage                 clock (uW)  combinational, uW  sequential (uW)
after CTS                   7530                479             6620
after global routing        7770                546             6620
final                       7290                464             6620
metrics by stage:
step | area [um^2] | instances
floorplan | 97900 | 10414
global placement | 101000 | 12737
detailed placement | 101000 | 12737
CTS | 108000 | 13079
global route | 108000 | 13079
finish | 108000 | 13079
worst paths after layout:
path / from / to / slack (ns) / cells after the start
setup / recovery: comp_in[2] / adc_ch2_inst.integrator[31] / 4.82 / 14
hold / removal: adc_ch2_inst.integrator[3] / adc_ch2_inst.integrator[3] / 0.43 / 0
setup reg to reg: adc_ch3_inst.snapshot[0] / adc_ch3_inst.comb[0][28] / 5.98 / 13
hold reg to reg: adc_ch2_inst.integrator[3] / adc_ch2_inst.integrator[3] / 0.43 / 0
max in group asynchronous: rst_n / adc_ch0_inst.snapshot[7] / 6.38 / 4
min in group asynchronous: rst_n / adc_ch3_inst.integrator_stage[1][1] / 1.07 / 1
placed cells by master, fill, tap and decap left out, drive strengths merged, types with 72 or more instances in the layout:
master and n:
o21a 103, a21o 336, o31ai 82, o21bai 77, nand2 1373, nand4 112
nand2b 96, ha 791, and3 93, o21ai 1055, buf 72, nor2b 90
nor2 443, clkbuf 253, nor3 136, nand3 185, fa 76, xnor2 474
a21oi 580, dfrtp 1607, a31oi 78, xor2 281, mux2 477, inv 820
cell type report:
type | instances | area (um^2) | area share
clock buffer | 253 | 5240 | 0.0487
clock inverter | 89 | 1350 | 0.0126
inverter | 815 | 3060 | 0.0284
multi-input combinational | 7650 | 53400 | 0.496
sequential | 1607 | 40200 | 0.374
tap | 2542 | 3180 | 0.0296
timing repair buffer | 123 | 1210 | 0.0112
critical path, cell delays in order:
cell and delay (ns):
clkdlybuf4s50_1 0.45, buf_4 0.33, fa_1 0.45, inv_1 0.09, ha_1 0.25, a21o_1 0.19
or3_1 0.32, a211oi_1 0.27, nor4_1 0.13, o41a_1 0.47, o311a_1 0.36, or3_1 0.30
nand3_1 0.10, xnor2_1 0.12
metal layers:
layer,up-vias,routed length (um),global-route usage
li1,36518,-,-
met1,32917,95400,0.332
met2,790,82000,0.302
met3,275,6360,0.0275
met4,6,4000,0.0372
met5,-,23,0
No activity file was given, so power comes from the tool's default toggle rates.
