--- flow/design.v ---
module regfile (
    input  wire        clk,
    input  wire        rst_n,
    input  wire [4:0]  rs1_addr,    
    output wire [31:0] rs1_data,    
    input  wire [4:0]  rs2_addr,    
    output wire [31:0] rs2_data,    
    input  wire [4:0]  rd_addr,     
    input  wire [31:0] rd_data,     
    input  wire        rd_wen       
);
    reg [31:0] registers [0:31];   
    integer i;
    always @(posedge clk or negedge rst_n) begin
        if (!rst_n) begin
            for (i = 0; i < 32; i = i + 1) begin
                registers[i] <= 32'h0;
            end
        end else begin
            if (rd_wen && (rd_addr != 5'd0)) begin
                registers[rd_addr] <= rd_data;
            end
        end
    end
    assign rs1_data = (rs1_addr == 5'd0) ? 32'h0 : registers[rs1_addr]; 
    assign rs2_data = (rs2_addr == 5'd0) ? 32'h0 : registers[rs2_addr]; 
endmodule
--- flow/run.sh ---
#!/bin/bash
# OpenROAD 26Q1-2900-gdf79404cd8, Yosys 0.63+post, stock flow scripts
make -C /OpenROAD-flow-scripts/flow DESIGN_CONFIG=/design/flow/config.mk WORK_HOME=/design/flow/orfs finish
--- flow/config.mk ---
export PLATFORM = sky130hd
export DESIGN_NAME = regfile
export DESIGN_NICKNAME = regfile
export VERILOG_FILES = /design/flow/design.v
export SDC_FILE = /design/flow/constraint.sdc
export NUM_CORES = 4
export LEC_CHECK = 1
export CORE_UTILIZATION = 50
--- flow/constraint.sdc ---
current_design regfile

set clk_period 6.5
set clk_io_pct 0.2

create_clock -name clk0 -period $clk_period [get_ports {clk}]

set non_clock_inputs [all_inputs -no_clocks]
set_input_delay [expr $clk_period * $clk_io_pct] -clock clk0 $non_clock_inputs
set_output_delay [expr $clk_period * $clk_io_pct] -clock clk0 [all_outputs]
==> results.toml <==
# yosys + openroad results
[global_routing]
antenna_found_initial = 22
grt_max_degree = 121
grt_util_all_layers_pct = 50.4
grt_pass1_wl_um = 360000
gr-total-overflow = 0
grt_pass1_vias = 46600

[place]
placed_cell_area_sq_um = 56300
dp_slack_ns = 0.352
place.gp.congestion = 1.04
numPortBuffers = 113
dp_hpwl_um = 152000
placed_cells = 6204

[floorplanning]
io_pins = 114
coreArea_sq_um = 105000
rows = 119
die_x_um = 328
chipHeight_um = 328
dieArea_sq_um = 107000
initCoreUtil_pct = 50.4

[synthesis]
netlist.top_cell.by_area = "dfrtp_1"
simple_gate_share_pct = 19.7
synth_seq_share_pct = 46.8
synth_cells = 4998
ys_async_sr_fraction_pct = 100
compound_area_share_pct = 7.13
synth_top_area_share_pct = 46.8
synth.most_common_cell = "nand3_1"
area_leaders = "dfrtp_1 47%, mux2_2 21%, nand3_1 11%"
yosys.stat.chipArea_sq_um = 53000
synthTopLogicFamily = "multiplexers"
ys_sh_xor_pct = 0
synth_cell_types = 73
synth_flops = 992
yosys_warnings = 2
flop_cell = "dfrtp_1"
ys_sh_adder_pct = 0
muxShareOfSynthArea_pct = 21.5
synth.cell_area_sq_um = 53000
common_cells = "1134 x nand3_1, 998 x mux2_2, 992 x dfrtp_1"
ys_cells = 4998
edf_count = 0
syn_area_per_cell_sq_um = 10.6

[pwr]
power.total_mw = 17.7
vdd_drop_max_mv = 0.249
p_leak_nw = 25.8
cellPowerDensity_nw_per_um2 = 295

[timing]
maxSlewHeadroom_pct = 28.6
worst_pin_slew_ns = 1.07
slew_viol_final = 0
setup_violations = 0
rsz0062_at_grt = "false"
finalClockSkew_ns = 0
worst_slack_ns = 0.0934
hold_violations = 0
fin_crit_ns = 6.41
setup-tns-final_ns = 0
finalCritPeriodShare_pct = 98.6
max_clock_freq_ghz = 0.156

[job]
timing.max_cap.violations = 0
warnings = 53

[clock_tree]
numCtsBuffers = 108
cts-root-buf = "clkbuf_16"
clk_pin_slew_ns = 0.06
cts_tree = "done"
cts_resized = 0
htreeDepth = 3
cts_setup_buffers = 0
clk_path_buf_depth = 3
clock_latency_ns = 0.73
cts-hold-fix-buffers = 0
cts_sinks = 992

[min_path]
hold_path_class = "flop to flop"
hold_path_depth = 1

[setup_path]
arrival_ns = 5.11
rr_worst_depth = 1
crit_type = "input pin to output pin"
startpoint_type = "input pin"
worstPathRequired_ns = 5.20
endpoint_kind = "output pin"
crit_fanout = 39

[detailed_routing]
drt_iter0_markers = 6818
num_vias = 48700
drc = 0
drt_pass1_iterations = 6
viasPerCell = 7.58
ant_nets = 0
wl_um = 260000
wire_per_inst_um = 40.4

[finish]
top_regs = "registers (992)"
final_area_sq_um = 60100
regMostFlops = "registers"
syn2layout_area_growth_pct = 13.3
largest_register_ffs = 992
fin_cells = 6431
drive_above_1_share_pct = 31.2

[status]
status = "completed"
per-stage QoR:
| stage | util [%] | hold WS (ns) |
|---|---|---|
| after detailed placement | 53.5 | 0.507 |
| after global routing | 57.0 | 0.541 |
| after floorplan | - | 0.485 |
| after CTS | 57.0 | 0.523 |
| after global placement | 53.5 | 0.501 |
| final | 57.1 | 0.525 |
worst paths after layout:
| kind | startpoint | endpoint | slack, ns |
|---|---|---|---|
| min in group asynchronous | rst_n | registers[7][28] | 0.63 |
| max reg2reg | registers[21][16] | registers[21][16] | 5.64 |
| min reg2reg | registers[11][13] | registers[11][13] | 0.53 |
| min | registers[11][13] | registers[11][13] | 0.53 |
| max | rs2_addr[2] | rs2_data[31] | 0.09 |
| max in group asynchronous | rst_n | registers[12][4] | 4.05 |
power by group:
group | total (mW) | switching, mW | internal [mW]
Sequential | 8.47 | 1.10 | 7.37
Combinational | 2.76 | 1.40 | 1.37
Clock | 6.50 | 2.71 | 3.79
cell type report:
| type | count | area (sq um) |
|---|---|---|
| Fill cell | 8850 | 45200 |
| Multi-Input combinational cell | 3428 | 26000 |
| Sequential cell | 992 | 24800 |
| Timing Repair Buffer | 391 | 3660 |
| Clock buffer | 151 | 3210 |
| Tap cell | 1391 | 1740 |
| Clock inverter | 50 | 523 |
| Antenna cell | 26 | 65.1 |
| Inverter | 2 | 7.51 |
cell usage in the layout (no fill, tap or decap), drive strengths merged, types with 43 or more instances in the layout:
master / n
mux2: 999
nand4: 290
a21oi: 107
nand3: 1134
buf: 286
nor4: 76
a22oi: 156
a31oi: 53
dfrtp: 992
clkdlybuf4s50: 105
clkbuf: 151
nand2: 57
and3: 132
nor2: 43
logic make-up (layout without fill, tap and decap cells):
family	count (synthesis)	in the layout
DFF	992	992
other	0	26
and+or+nand+nor	1903	1903
muxes	1014	1014
AOI/OAI and AO/OA	511	511
buffers and inverters	578	594
critical path: stages:
cell             delay [ns]
clkdlybuf4s50_1        0.76
buf_4                  0.35
and3b_4                0.84
buf_12                 0.34
nand3_1                0.11
o311ai_0               0.20
nor4_1                 0.16
a21oi_1                0.46
clkdlybuf4s50_1        0.56
layer usage:
layer  GRT usage, %  vias to the layer above  part of all wire (%)
li1               -                    18900                     -
met1           66.2                    24300                    35
met2           64.4                     4273                    40
met3           30.5                     1269                    17
met4           30.0                       22                   7.9
met5           1.15                        -                 0.085
No activity file was given, so power comes from the tool's default toggle rates.
